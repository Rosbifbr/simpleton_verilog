File: design.v
module simpleton_pitanga(clk, rst
, oEndMem_7s, oEndMem_MS
, oMem128_7s
, oEA
);
    input       clk;         
    input       rst;         
	 output [2:0] oEA;
	 output [6:0] oEndMem_7s;  
	 output oEndMem_MS;
	 output [6:0] oMem128_7s;  
	 wire [7:0] wMem128;
    wire SelPC, EnPC, EnREM, SelMem, Write, OpULA, EnAC, z;
	 assign z=1'b0;
	 wire [7:0] DregPC;  
	 wire [7:0] QregPC;  
	 wire [7:0] PCm1;  
	 wire [7:0] Qrem;  
	 wire [7:0] EndMem;  
	 wire [7:0] OutMem;  
	 wire [7:0] DregAC;  
	 wire [7:0] QregAC;  
	 display7seg disp_EndMem(.in(EndMem[3:0]), .out(oEndMem_7s));
	 display7seg disp_Mem128(.in(wMem128[3:0]), .out(oMem128_7s));
	 assign oEndMem_MS=EndMem[7];
     mais_um_pit incrementapc(.a(QregPC), .s(PCm1));
     mux21_8b_pit muxpc(.sel(SelPC), .e1(PCm1), .e0(OutMem), .saida(DregPC));
     mux21_8b_pit muxmemoria(.sel(SelMem), .e1(QregPC), .e0(Qrem), .saida(EndMem));
     reg8_pit REM(.clk(clk), .rst(rst), .set(z), .cen(EnREM), .d(OutMem), .q(Qrem));
     reg8_pit PC(.clk(clk), .rst(rst), .set(z), .cen(EnPC), .d(DregPC), .q(QregPC));
     reg8_pit AC(.clk(clk), .rst(rst), .set(z), .cen(EnAC), .d(DregAC), .q(QregAC));
     memoria_pit memoria_neandreis(.write(Write), .clk(clk), .rst(rst), .address(EndMem), 
										.din(QregAC), .dout(OutMem), .oMem128(wMem128));
     ula_pit ula_neandreis(.a(OutMem), .b(QregAC), .op(OpULA), .s(DregAC));
     controle_simpleton_pit cs(.clk(clk), .rst(rst), .inst_in(OutMem[7:4]), 
									.selPC(SelPC), .enPC(EnPC), .selMEM(SelMem), .enREM(EnREM), 
									.write(Write), .opULA(OpULA), .enAC(EnAC), .oEA(oEA));
     endmodule
module mais_um_pit(a, s);
    input [7:0]	a;
    output[7:0]	s;
	 assign s = a+1;
endmodule
module mux21_8b_pit(sel, e1, e0, saida);
	 input	sel;
    input [7:0]	e1;
	 input [7:0]	e0;
    output[7:0]	saida;
	 assign saida =(sel) ? e1 :  e0;
endmodule
module reg8_pit(clk, rst, set, cen, d, q);
    input clk, rst, set, cen;
	 input [7:0] d;
    output reg [7:0] q;
    always@(posedge clk, posedge rst) begin
        if(rst)
            q <= 8'b00000000;
        else if(set)
            q <= 8'b11111111;
        else if(cen)
            q <= d;
        else
            q <= q;
    end
endmodule
module memoria_pit(
    input write,
	 input clk,
	 input rst,
    input [7:0] address,       
	 input [7:0] din,
    output  [7:0] dout,
	 output  [7:0] oMem128
	 );    
	wire [7:0] saida_rom;
	wire [7:0] saida_ram;
	wire enable;
	wire zero, nrst;
	not (nrst, rst);
	and (zero, nrst, rst);
	and(enable, address[7], write);
  rom_prog_pit rp(.address(address), .content(saida_rom));
	reg8_pit r(.d(din), .q(saida_ram), .clk(clk), .rst(rst), .set(), .cen(enable));
	mux21_8b_pit m8b(.e0(saida_rom), .e1(saida_ram), .sel(address[7]), .saida(dout));
	assign oMem128 = saida_ram;
endmodule
module rom_prog_pit(
    input [7:0] address,       
    output  [7:0] content);    
       wire [7:0] LDA = 8'b00100000;
       wire [7:0] ADD = 8'b00110000;
       wire [7:0] STA = 8'b00010000;
       wire [7:0] HLT = 8'b11110000;
       assign content = 
           (address == 8'b000) ? LDA : 
           (address == 8'b001) ? 8'b00000111:
           (address == 8'b010) ? ADD : 
           (address == 8'b011) ? 8'b00000111:
           (address == 8'b100) ? STA : 
           (address == 8'b101) ? 8'b10000000:
           (address == 8'b110) ? HLT : 
           (address == 8'b111) ? 8'b00000101:
           8'b00000000;
endmodule
module ula_pit(a, b, op, s);
    input [7:0]	a;
	 input [7:0]	b;
	 input 	op;
    output[7:0]	s;
	 wire [7:0]	soma;
	 assign soma = a+b;
	 assign s =(op) ? soma :  a;
endmodule
module controle_simpleton_pit(clk, rst, inst_in, selPC, enPC, selMEM, enREM, write, opULA, enAC, oEA);
    input clk;
    input rst;
    input [3:0]	inst_in;
    output	selPC;
    output	enPC;
    output	selMEM;
    output	enREM;
    output	write;
    output	opULA;
    output	enAC;
    output  [2:0] oEA;
    wire enable;
    wire [4:0] entradas_cc;
    wire [2:0] PE;
    wire [2:0] EA;
    nor (enable, EA[2], EA[1], EA[0]);
    wire [1:0] inst_temp;
    trad_inst_pit tradutor(.clk(clk), .enable(enable), .inst_in(inst_in), .inst_out(inst_temp));
    assign entradas_cc[4:3] = inst_temp;
    assign entradas_cc[2:0] = EA;
    assign oEA              = EA;
    wire necc[4:0];
    not (necc[0], entradas_cc[0]);
    not (necc[1], entradas_cc[1]);
    not (necc[2], entradas_cc[2]);
    not (necc[3], entradas_cc[3]);
    not (necc[4], entradas_cc[4]);
    wire m01, m02, m03, m04;
    and (m01, entradas_cc[4], entradas_cc[3], necc[2], necc[1]);
    and (m02, necc[4], necc[3]);
    and (m03, entradas_cc[4], necc[3], necc[2], necc[1], necc[0]);
    and (m04, necc[4], entradas_cc[3], necc[2], necc[1], necc[0]);  
    or  (PE[0], m01, m02, m03, m04);
    and (PE[1], entradas_cc[4], necc[2], necc[1], entradas_cc[0]);  
    wire m21, m22, m23, m24, m25;
    and (m21, necc[4], necc[3]);
    and (m22, necc[4], entradas_cc[3], necc[2], necc[1], entradas_cc[0]);
    and (m23, necc[4], entradas_cc[3], entradas_cc[2], entradas_cc[1]);
    and (m24, entradas_cc[4], necc[3], entradas_cc[2], entradas_cc[1]);
    and (m25, entradas_cc[4], entradas_cc[3], entradas_cc[2], entradas_cc[1]);
    or  (PE[2], m21, m22, m23, m24, m25);
    wire [6:0] saidas;
    wire nea0, nea1, nea2;
    not (nea0, EA[0]);
    not (nea1, EA[1]);
    not (nea2, EA[2]);
    wire ndefcase, defcase, _defcase [2:0];
    and (_defcase[0], EA[2], EA[0]);  
    and (_defcase[1], EA[1], EA[2]);  
    or (defcase, _defcase[0], _defcase[1]);
    not (ndefcase, defcase);
    and(saidas[0], ndefcase, nea2, EA[1]);
    and(saidas[1], ndefcase, EA[1], EA[0]);
    and(saidas[2], ndefcase, EA[2], nea0);
    and(saidas[3], ndefcase, nea2, nea1, EA[0]);
    and(saidas[4], ndefcase, nea2, nea1);
    and(saidas[5], ndefcase, nea2, nea1);
    buf(saidas[6], ndefcase);  
    buf(selPC, saidas[6]);
    buf(enPC, saidas[5]);
    buf(selMEM, saidas[4]);
    buf(enREM, saidas[3]);
    buf(write, saidas[2]);
    buf(opULA, saidas[1]);
    buf(enAC, saidas[0]);
    ffdrse ff2(.d(PE[2]), .clk(clk), .rst(rst), .set(1'b0), .enable(1'b1), .q(EA[2]));  
    ffdrse ff1(.d(PE[1]), .clk(clk), .rst(rst), .set(1'b0), .enable(1'b1), .q(EA[1]));
    ffdrse ff0(.d(PE[0]), .clk(clk), .rst(rst), .set(1'b0), .enable(1'b1), .q(EA[0]));
endmodule
module ffdrse(d, clk, rst, set, enable, q);
    input       d;           
    input       clk;         
    input       rst;         
    input       set;         
    input       enable;         
    output      reg q;         
    always@(posedge clk) begin
        if(rst)
            q <= 1'b0;    
        else if(set)
            q <= 1'b1;    
        else if (enable)   
            q <= d;    
    end
endmodule
module trad_inst_pit(clk, enable, inst_in, inst_out);
	 input clk;
	 input enable;
    input [3:0]	inst_in;
    output[1:0]	inst_out;
	 wire [1:0] inst_temp_variavel;
	 wire [1:0] inst_temp_registrado;
	 reg [1:0] inst_reg; 	
    assign inst_temp_variavel =
                (inst_in == 4'b1111)  ?   2'b00:  
                (inst_in == 4'b0001)  ?   2'b01:  
                (inst_in == 4'b0010)  ?   2'b10:  
                (inst_in == 4'b0011)  ?   2'b11:  
                                          2'b00;  
	assign inst_temp_registrado=inst_reg;												
	assign inst_out =
	  (enable) ? inst_temp_variavel : inst_temp_registrado;
	always@(posedge clk) begin
       if (enable)
            inst_reg <= inst_temp_variavel;    
   end	
endmodule
module display7seg(in, out);
    input [3:0]	in;
    output[6:0]	out;
    assign out =
                (in == 4'b0000)  ?   7'b1111110:
                (in == 4'b0001)  ?   7'b0110000:
                (in == 4'b0010)  ?   7'b1101101:
                (in == 4'b0011)  ?   7'b1111001:
                (in == 4'b0100)  ?   7'b0110011:
                (in == 4'b0101)  ?   7'b1011011:
                (in == 4'b0110)  ?   7'b1011111:
                (in == 4'b0111)  ?   7'b1110000:
                (in == 4'b1000)  ?   7'b1111111:
                (in == 4'b1001)  ?   7'b1111011:
                (in == 4'b1010)  ?   7'b1110111:
                (in == 4'b1011)  ?   7'b0011111:
                (in == 4'b1100)  ?   7'b1001110:
                (in == 4'b1101)  ?   7'b0111101:
                (in == 4'b1110)  ?   7'b1001111:
                                     7'b1000111;
endmodule
File: run.sh
#!/bin/bash
# OpenROAD 26Q1-2900-gdf79404cd8, Yosys 0.63+post, stock flow scripts
make -C /OpenROAD-flow-scripts/flow DESIGN_CONFIG=/design/flow/config.mk WORK_HOME=/design/flow/orfs finish
File: config.mk
export PLATFORM = sky130hd
export DESIGN_NAME = simpleton_pitanga
export DESIGN_NICKNAME = simpleton_pitanga
export VERILOG_FILES = /design/flow/design.v
export SDC_FILE = /design/flow/constraint.sdc
export NUM_CORES = 4
export LEC_CHECK = 1
export CORE_UTILIZATION = 40
File: constraint.sdc
current_design simpleton_pitanga

set clk_period 4.4
set clk_io_pct 0.2

create_clock -name clk0 -period $clk_period [get_ports {clk}]

set non_clock_inputs [all_inputs -no_clocks]
set_input_delay [expr $clk_period * $clk_io_pct] -clock clk0 $non_clock_inputs
set_output_delay [expr $clk_period * $clk_io_pct] -clock clk0 [all_outputs]
==> changes_impl.md <==
### Physical design

* Outcome: finished, final reports clean
* Max-slew headroom at 50.6%
* Register area at 941 um2
* Fp util at 41.6%
* Die Wd at 80.7 um
* Most instantiated library cell after synthesis: nand2_1
* Post-Synth Simple-Gate Area at 21.1%
* MUX share of area at 5.11%
* Syn avg cell area at 8.39 um2
* Yosys Chip Area at 2470 um2
* Vias at 1,994
* Clock power frac at 10.9%
* Vias per inst at 5.22
* Cells on worst reg2reg path at 16
* Final wirelength at 5200 um
* WHS at 0.403 ns
* Sink Count at 38
* Initial antenna violation count at 0
* Hold depth at 0
* DR pass1 iterations at 4
* CTS root buffer: clkbuf_8
* EDFF count, synth at 2
* Logic cell area at 1380 um2
* RSZ-0062 raised after global routing: false
* Final hold vios at 0
* Area Growth Syn to Fin at 12.4%
* Psw at 0.960 mW
* # hold bufs at CTS at 0
* Yosys xor share at 4.60%
* Clock tree buffer depth at 2
* Chip height at 80.7 um
* Cell taking the most area after synthesis: dfrtp_1
* Cycle use final at 87.9%
* Required @ worst endpoint at 4.55 ns
* Design internal power at 1.29 mW
* Aggregate global routing overflow at 0
* CP Launch Type: flip-flop
* CP Capture Type: flip-flop
* CP max FO at 10
* Vias in the first global route at 1,918
* Top-area cell share at 32.4%
* Gr usage total at 18.8%
* Worst Path Arrival at 4.02 ns
* Setup ws final at 0.534 ns
* AO/OA Area Share at 19.9%
* Routability Congestion at 0.840
* Core Area at 5960 um2
* VDD IR max at 0.000318 V
* Fraction of the mapped netlist area in adder cells at 4.85%
* Post-synth area hogs: dfrtp_1 (32%), nand2_1 (5.9%), o21ai_0 (5.3%), nor2_1 (5.2%), a21oi_1 (4.4%)
* Power density cells at 809 nW/um2
* ANT cells at 0
* Reg power frac at 30.8%
* H-tree depth at 2
* Chip area at 6510 um2
* Most common reg cell: dfrtp_1
* Design area at 2780 um2
* Mapped Cells at 295
* Min cycle time layout at 3.87 ns
* Fmax at 259 MHz
* CTS tree: yes
* # fillers at 582
* Fraction of layout cells with a size suffix above 1 at 7.82%
* DRT antenna net count at 0
* First-pass GRT wire length at 9290 um
* Final Slew Violations at 0
* # IOs at 20
* DP HPWL at 3820 um
* Largest net degree at the start of global routing at 33
* Clock Latency Late Sink at 0.29 ns
* Post-CTS Resized at 0
* Switching share of power at 42.6%
* Post-synth top cells: nand2_1 (39), nor2_1 (34), dfrtp_1 (32), o21ai_0 (26), a21oi_1 (22)
* Syn. warnings at 5
* Register area share after synthesis at 38.0%
* Wire per inst at 13.6 um
* MaxCap Viol Count at 0
* Tightest Hold Check Type: flip-flop to flip-flop
* Initial drt markers at 123
* Count of cell types in the netlist at 54
* Port bufs at 19
* Least-Margin Pin Slew at 0.741 ns
* Comb power frac at 58.3%
* Final setup violating endpoints at 0
* Rows at 28
* Ys flops at 38
* Worst slack, placed at 0.576 ns
* Clk slew on worst S/H paths at 0.08 ns
* Synthesized cell area at 2470 um2
* Cts bufs inserted at 5
* Final Skew at 0.00719 ns
* Comb area leader: simple AND/OR/NAND/NOR gates
* Post-CTS setup buffer count at 0
* Yosys stat cell total at 295
* Setup_tns at 0 ns
* DRC violation count after routing at 0
* P_leak at 1.22 nW
* Asr flop ratio synth at 84.2%
* Tool warnings at 25
* Fin util at 46.7%
* DP Area at 2690 um2
* Worst setup path class: flip-flop to flip-flop
==> power groups by stage <==
stage	Combinational, mW	Clock [mW]	Sequential [mW]
after CTS	1.32	0.255	0.692
after global routing	1.50	0.275	0.728
final	1.31	0.246	0.693
==> worst max-delay path, stage by stage (launching register included) <==
cell and delay, ns:
dfxtp_1 0.38, nor2_1 0.41, buf_4 0.27, mux2i_1 0.58
and4b_2 0.36, a21oi_1 0.06, inv_1 0.08, ha_1 0.16
inv_1 0.05, fa_1 0.39, nor2b_1 0.13, o21ai_0 0.10
a21boi_0 0.27, o21a_1 0.16, o21ai_0 0.07, a31oi_1 0.16
o21ai_0 0.09
==> stage by stage <==
stage,power [mW],instances
2_1_floorplan,1.57,295
3_3_place_gp,2.00,374
3_5_place_dp,2.01,374
4_1_cts,2.27,382
5_1_grt,2.50,382
6_report,2.25,382
==> final cells by class <==
cell class | count | area share [%]
Clock buffer | 8 | 3.24
Inverter | 17 | 2.47
Multi-Input combinational cell | 222 | 49.5
Sequential cell | 38 | 33.8
Tap cell | 75 | 3.37
Timing Repair Buffer | 22 | 7.64
==> layer usage <==
layer	GRT usage, %	up-vias	share of wire [%]
met2	28.0	25	42
met1	29.0	907	53
met3	3.92	8	3.1
met4	2.68	0	1.5
met5	0	-	0
li1	-	1054	-
==> cell families (layout without fill, tap and decap cells) <==
logic type                 Yosys count  after routing
adders and majority gates            9              9
xor gates and xnor gates            13             13
muxes                               12             12
AOI/OAI and AO/OA                   77             77
DFF                                 38             38
and+or+nand+nor                    111            111
buffers and inverters               35             47
==> layout by cell type, fill, tap and decap left out, types with 2 or more instances in the layout <==
cell type        count
a22oi_1              3
o21ai_0             26
nand2_1             39
and3_1               2
edfxtp_1             2
nor3_1               5
mux2_2               5
o21a_1               3
dfrtp_1             32
inv_1               16
nand3_1              9
clkdlybuf4s50_1     19
xor2_1               3
mux2i_1              7
or3_1                3
a21oi_1             22
nor2b_1              3
o22a_1               2
xnor2_1             10
nor4b_1              2
clkbuf_8             6
nand2b_1             2
nor2_1              34
clkbuf_1             2
dfxtp_1              4
ha_1                 8
nand4_1              3
a31oi_1              8
buf_4                3
==> final timing paths <==
path / start / to / slack (ns)
worst min-delay path: AC.q[3] / memoria_neandreis.r.q[3] / 0.40
worst min register to register: AC.q[3] / memoria_neandreis.r.q[3] / 0.40
max in group asynchronous: rst / REM.q[4] / 3.02
worst max register to register: cs.ff1.q / AC.q[6] / 0.53
min in group asynchronous: rst / PC.q[3] / 1.08
worst max-delay path: cs.ff1.q / AC.q[6] / 0.53
Power is estimated from default activity; no workload was simulated.
